==> flow/design.v <==
`timescale 1ns / 1ps
module sort_fixed
    #(parameter M=8, N=32)
        (a_in, clock, rst, outP, outvalid);
    input [N-1:0] a_in;
    input clock, rst;
    output reg [N-1:0] outP;
    output reg outvalid;
    parameter S0 = 4'd0, S1 = 4'd1, S2 = 4'd2, S3 = 4'd3, 
    S4 = 4'd4, S5 = 4'd5, S6 = 4'd6, S7 = 4'd7, S8 = 4'd8,
    S9 = 4'd9;
    reg [3:0] next_state, curr_state;
    reg [5:0] i, j, i_srt, j_srt, i_stk;
    reg [N-1:0] arr [M-1:0];
    reg [5:0] stk1 [M-1:0];
    reg [5:0] stk2 [M-1:0];
    reg push, pop, done, start;
    reg empty;
    reg [5:0] indxp1, indxp2, ind1, ind2, pi;
    wire [N-1:0] pivot;
    wire comp_flt;
    always@(posedge clock) begin
        if(rst) curr_state <= S0;
        else curr_state <= next_state;
    end
    always@(curr_state, a_in) begin
        case(curr_state) 
        S0:   begin next_state <= S1;  
                    i <= 'b0;
                    j <= 'b0;
                    i_stk <= 'b0;
                    outP <= 'b0;
                    outvalid <= 'b0;
              end
        S1:   begin push <= 'b0;
                    arr[i] <= a_in;
                    i <= i + 'b1;
                    next_state <= (i==M-1) ? S2 : S1; 
                    outP <= 'b0;
                 end
        S2:  begin
                    indxp1 <= 'b0;  
                    indxp2 <= M-1;
                    push <= 'b1;
                    next_state <= S3;
             end                      
        S3:  begin
                push <= 'b0;
                pop <= 'b1;
                start <= 'b0;
                next_state <= S4;
             end
        S4:  begin
                pop <= 'b0;
                if(empty=='b1)
                next_state <= S8;
                else if($signed(ind1) >= $signed(ind2))
                next_state <= S3;
                else begin
                next_state <= (done=='b1) ? S6 : S5;
                end
             end
         S5 : begin 
                start <= 'b1;
                next_state <= (done=='b1) ? S6 : S4;
              end
         S6: begin 
                 indxp1 <= ind1;
                 indxp2 <= pi-1;
                 push <= 'b1;
                 next_state <= S7;
             end
         S7: begin 
                 indxp1 <= pi+1;
                 indxp2 <= ind2;
                 push <= 'b1;
                 next_state <= S3;
             end
         S8: begin
                outP <= arr[j];
                j <= j + 1;
                outvalid <= 'b1;
                next_state <= (j==M-1) ? S0 : S9; 
             end
         S9: begin 
                outP <= arr[j];
                j <= j + 1;
                outvalid <= 'b1;
                next_state <= (j==M-1) ? S0 : S8; 
             end
        default: begin next_state <= S0;  
                    i <= 'b0;
                    outP <= 'b0; 
                 end
        endcase
    end
    assign pivot = arr[ind2];
    always@(posedge clock) begin
    if(start == 'b0) begin
    j_srt <= ind1;
    i_srt <= ind1;
    done <= 'b0; end
    else if((start == 'b1) && (done == 'b0))  begin
    if((comp_flt)&(j_srt<ind2) ) begin	 
    arr[i_srt] <= arr[j_srt];
    arr[j_srt] <= arr[i_srt];
    i_srt <= i_srt + 'b1; end
    else if(j_srt == ind2) begin
    arr[i_srt] <= pivot;
    arr[ind2] <= arr[i_srt];
    pi <= i_srt;
    done <= 'b1; end
    j_srt <= j_srt + 'b1;
    end
    else begin
    j_srt <= 'b0;
    i_srt <= 'b0;
    done <= 'b0; end 
    end
    assign comp_flt = (pivot[N-1]>arr[j_srt%M][N-1]) ? 'b0 :
                        (pivot[N-1]<arr[j_srt%M][N-1]) ? 'b1 :
                          (pivot[N-2:0]<arr[j_srt%M][N-2:0]) ? arr[j_srt%M][N-1] : ~arr[j_srt%M][N-1];
    always@(posedge clock) begin
    if(push == 'b1) begin
    stk1[i_stk] <= indxp1;
    stk2[i_stk] <= indxp2;
    i_stk <= i_stk + 'b1; end
    else if((pop == 'b1) & (i_stk != 'b0)) begin
    ind1 <= stk1[i_stk-1];
    ind2 <= stk2[i_stk-1];
    i_stk <= i_stk - 'b1; end
    else empty = (pop == 'b1) & (i_stk == 'b0);
    end
endmodule
==> flow/run.sh <==
#!/bin/bash
# OpenROAD 26Q1-2900-gdf79404cd8, Yosys 0.63+post, stock flow scripts
make -C /OpenROAD-flow-scripts/flow DESIGN_CONFIG=/design/flow/config.mk WORK_HOME=/design/flow/orfs finish
==> flow/config.mk <==
export PLATFORM = sky130hd
export DESIGN_NAME = sort_fixed
export DESIGN_NICKNAME = sort_fixed
export VERILOG_FILES = /design/flow/design.v
export SDC_FILE = /design/flow/constraint.sdc
export NUM_CORES = 4
export LEC_CHECK = 1
export CORE_AREA = 10 10 81 81
export DIE_AREA = 0 0 91 91
==> flow/constraint.sdc <==
current_design sort_fixed

set clk_period 1.1
set clk_io_pct 0.2

create_clock -name clk0 -period $clk_period [get_ports {clock}]

set non_clock_inputs [all_inputs -no_clocks]
set_input_delay [expr $clk_period * $clk_io_pct] -clock clk0 $non_clock_inputs
set_output_delay [expr $clk_period * $clk_io_pct] -clock clk0 [all_outputs]
==> flow_metrics.py <==
# Auto-generated metrics
metrics = {
    "setup_path": {
        "startpoint_type": "input port",
        "crit_type": "in2reg",
        "cp-end-kind": "flop",
        "reg2reg_slack_ns": 0.31,
        "path_max_fanout": 5,
        "crit_required_ns": 1.23,
        "r2r-start": "empty",
        "r2r_end": "curr_state[1]",
        "reg2reg_depth": 1,
        "worstPathArrival_ns": 1.16,
    },
    "timing": {
        "grt_setup_unrepaired": "false",
        "fmax_mhz": 969,
        "unclocked_regs": 16,
        "untimed_endpoints": 19,
        "finalSetupViolations": 0,
        "period_needed_ns": 1.03,
        "worst_clock_skew_ns": 0.00551,
        "finalHoldViolations": 0,
        "drv_slew": 0,
        "fin_crit_sh_pct": 93.8,
    },
    "finish": {
        "area_delta_synth_final_pct": 6.45,
        "utilization_pct": 24.4,
        "design_area_mm2": 0.00118,
        "stdcell_count": 200,
        "drive_gt1_share_pct": 9.02,
    },
    "power_and_ir_drop": {
        "p_comb_share_pct": 4.9,
        "peakVddDrop_mv": 0.824,
        "p_leak_nw": 0.520,
        "finalPower_mw": 0.975,
        "power.share.clock_pct": 48.0,
        "p_int_mw": 0.794,
        "sw_frac_of_total_pct": 18.6,
        "p_sw_mw": 0.181,
        "seqPwrFrac_pct": 47.1,
        "powerDensity_mw_per_mm2": 828,
    },
    "synthesis": {
        "ys_area_mm2": 0.00111,
        "synthCells": 124,
        "ys_ff": 28,
        "enable_flop_cells": 1,
        "async_reset_ff_share_pct": 0,
        "yosysUniqueCellTypes": 26,
        "netlist_area_mm2": 0.00111,
        "ys.flop_type": "dlxtn_1",
        "synth.avg_cell_area_um2": 8.92,
        "yosysWarnings": 544,
        "ys_cells": 124,
    },
    "placement": {
        "hpwl_mm": 1.32,
        "dp_cells": 196,
        "placed_cell_area_mm2": 0.00112,
        "port_buffers": 2,
        "gp_congestion": 0.779,
    },
    "global_routing": {
        "grt_overflow": 0,
        "grt_pass1_vias": 693,
        "grt_antenna_before_repair": 0,
        "grt_pass1_wl_mm": 2.85,
        "grt_start_max_net_pins": 9,
        "grt_use_total_pct": 3.83,
    },
    "cts": {
        "ctsHtreeMaxLevel": 1,
        "numCtsBuffers": 3,
        "worstSkewPairLatency_ns": 0.24,
        "cts_tree": "done",
        "cts.clk_slew.worst_paths_ns": 0.05,
        "clock_tree.buffer_depth": 2,
        "post_cts_buffers": 0,
        "root_buffer": "clkbuf_8",
    },
    "die": {
        "fp.dieH_um": 91,
        "fp-row-count": 25,
        "core_area_mm2": 0.00482,
        "initial_utilization_pct": 23.0,
        "ios": 67,
        "chipArea_mm2": 0.00828,
        "die_w_um": 91,
    },
    "flow_run": {
        "maxCapViolCount": 0,
        "tool_warnings": 57,
    },
    "detailed_routing": {
        "routedWlPerCell_um": 8.28,
        "dr_total_vias": 670,
        "n_antenna_cell": 0,
        "vias_per_cell": 3.35,
        "drt_wl_total_mm": 1.66,
        "drtIter0Drc": 27,
        "ant_nets": 0,
        "drcViolationCount": 0,
        "drtPass1Iterations": 4,
    },
    "worst_hold_path": {
        "hp-class": "reg2reg",
        "min_to": "done",
        "min_delay_path_depth": 1,
        "worstHoldStart": "done",
    },
    "status": {
        "status": "completed",
    },
}
==> flip-flops by register name, indices dropped and copies added (netlist names) <==
signal and count:
start 1, i 6, curr_state 10, outvalid 1, push 1, empty 1, done 1, pop 1
j 6
==> final cells by class <==
class,count,area (µm²)
Sequential cell,28,490
Tap cell,67,83.8
Fill cell,531,3640
Timing Repair Buffer,6,50.0
Multi-Input combinational cell,89,475
Inverter,6,22.5
Clock buffer,4,55.1
==> Yosys cell counts (all sizes together), types with 3 or more instances <==
master	n	area, µm²
xor2	3	26.3
xnor2	3	26.3
nor3	4	20.0
dfxtp	11	220
nor2b	6	37.5
dlxtn	16	240
a21oi	4	20.0
nor2	12	47.6
and2	5	31.3
buf	32	240
inv	6	22.5
nand3	5	25.0
nand2	3	11.3
==> metal layers <==
metal	vias to the layer above	track usage, %	share of wire [%]
met3	0	1.08	4.4
met5	-	0	0
met1	290	5.93	57
li1	355	-	-
met2	25	5.37	39
met4	0	0.261	0
==> power by group through the flow <==
stage	clock network (mW)	registers, mW	logic (mW)
4_1_cts	0.483	0.459	0.0514
5_1_grt	0.506	0.459	0.0595
6_report	0.468	0.459	0.0474
==> worst max-delay path: stages <==
cell and delay [ns]:
clkdlybuf4s50_1 0.60, inv_1 0.12, a32o_1 0.22
==> through the flow <==
| step | setup TNS (ns) | hold WS (ns) | setup WS [ns] |
|---|---|---|---|
| global route | 0 | 0.461 | 0.0209 |
| CTS | 0 | 0.449 | 0.0865 |
| floorplan | 0 | 0.292 | 0.340 |
| finish | 0 | 0.451 | 0.0677 |
| detailed placement | -0.790 | 0.440 | -0.152 |
| global placement | -0.856 | 0.439 | -0.159 |
==> worst max-delay path by stage <==
stage | startpoint | to | slack (ns) | depth (start not counted)
6_report | rst | curr_state[1] | 0.07 | 3
5_1_grt | rst | curr_state[1] | 0.02 | 3
4_1_cts | rst | curr_state[1] | 0.09 | 3
==> layout by cell type, fill, tap and decap left out <==
cell type        instances
edfxtp_1                 1
nor2b_1                  6
o21ai_0                  2
or4b_1                   2
clkdlybuf4s50_1          2
or3_1                    1
clkbuf_8                 4
a22o_1                   1
nand2_1                  3
xor2_1                   3
inv_1                    5
nor4_1                   1
a31oi_2                  1
ha_1                     2
nor2_2                   1
a32o_1                   1
a21oi_1                  4
nor3_1                   4
nor2_1                  11
dfxtp_1                 11
and2_1                   5
dlxtn_1                 16
conb_1                  32
inv_2                    1
xnor2_1                  3
nand3_1                  5
buf_4                    4
or3_4                    1
==> timing repair <==
item                       in CTS  in global routing
hold buffers                    0                  0
setup endpoints to repair       0                  1
hold endpoints to repair        0                  0
gates resized                   0                  1
==> kinds of logic after synthesis <==
logic type	synth area share [%]
other	0.339
adder cells (fa/ha/maj)	2.26
latches	21.7
XOR/XNOR	4.75
buffers and inverters	23.8
AND/OR/NAND/NOR	19.6
AND-OR/OR-AND	4.98
flip-flops	22.6
Power and IR drop assume default switching activity.
